**design/flow/config.mk**
```make
export PLATFORM = sky130hd
export DESIGN_NAME = counter10
export DESIGN_NICKNAME = counter10
export VERILOG_FILES = /design/flow/design.v
export SDC_FILE = /design/flow/constraint.sdc
export NUM_CORES = 4
export LEC_CHECK = 1
export CORE_AREA = 10 10 70 70
export DIE_AREA = 0 0 80 80
```
**design/flow/run.sh**
```bash
#!/bin/bash
# OpenROAD 26Q1-2900-gdf79404cd8, Yosys 0.63+post, stock flow scripts
make -C /OpenROAD-flow-scripts/flow DESIGN_CONFIG=/design/flow/config.mk WORK_HOME=/design/flow/orfs finish
```
**design/flow/design.v**
```verilog
module counter10(CLK, RES, Q);
input CLK, RES;
output [3:0]Q;
wire CLK, RES;
reg [3:0]Q;
always @(posedge CLK or negedge RES) 
   if(RES ==1'b0)
       Q = 4'd0;
   else if(Q == 4'd9)
       Q = 4'd0;
   else
       Q = Q + 4'd1;
endmodule
```
**design/flow/constraint.sdc**
```tcl
current_design counter10

set clk_period 1.3
set clk_io_pct 0.2

create_clock -name clk0 -period $clk_period [get_ports {CLK}]

set non_clock_inputs [all_inputs -no_clocks]
set_input_delay [expr $clk_period * $clk_io_pct] -clock clk0 $non_clock_inputs
set_output_delay [expr $clk_period * $clk_io_pct] -clock clk0 [all_outputs]
```
==> flow_metrics.tcl <==
# collected from the flow reports
set metrics [dict create \
    outcome "complete, no violations" \
    cp-end-kind "primary output" \
    synth_seq_share_pct 61.5 \
    wirelength_um 490 \
    port_buffers 5 \
    drtIter0Drc 18 \
    intPower_mw 0.232 \
    initCoreUtil_pct 4.76 \
    fin_area_um2 310 \
    dpl_cell_area_um2 278 \
    critPathLaunch "Q[0]" \
    crit_fanout 2 \
    drt-pass1-iter-count 2 \
    htree_levels 1 \
    seqPwrFrac_pct 42.8 \
    worstSetupStartpointType "flip-flop" \
    power_density_mw_per_mm2 941 \
    fp.dieH_um 80 \
    r2r_end "Q[3]" \
    gp_congestion 0.696 \
    yosys-top-cells-area "dfrtp_1, inv_1, mux2i_1" \
    syn-cell-area_um2 163 \
    power_mw 0.292 \
    holdCritPathClass "in2async" \
    worstPathRequired_ns 1.04 \
    hold_buffers 0 \
    cts_buffers 3 \
    grt_pass1_vias 159 \
    critical_path.cell_chain "dlygate4sd2_1" \
    finalMaxSlewViolations 0 \
    period_needed_ns 1.13 \
    drc 0 \
    whs_ns 0.227 \
    peakVddDrop_uv 164 \
    cp.arrival_ns 0.87 \
    ff2ff_path_depth 4 \
    largest_reg_flops 4 \
    ys_seq_elements 4 \
    max-slew-margin-rel_pct 86.9 \
    ant_nets 0 \
    synth.distinct_cells 8 \
    grt.overflow.total 0 \
    tightest_slew_ns 0.196 \
    dr_total_vias 149 \
    crit_type "reg2out" \
    place_hpwl_um 331 \
    postSynthCellCount 14 \
    instances_no_fill 71 \
    cts_sinks 4 \
    grt_pass1_wl_um 765 \
    grt_use_total_pct 1.67 \
    clkTransAtPathRegs_ns 0.04 \
    finalClockSkew_ns 0.000143 \
    p_sw_share_pct 20.7 \
    cts_tree "done" \
    rr_startpoint "Q[0]" \
    p_sw_mw 0.0605 \
    p_leak_nw 0.139 \
    area_delta_synth_final_pct 90.8 \
    top_area_share_pct 61.5 \
    clkLatencyLatePin_ns 0.24 \
    setup_viol 0 \
    critPathBufInv 1 \
    via_per_inst 2.10 \
    crit_family "flip-flops" \
    drive_gt1_share_pct 28.0 \
    warnings 25 \
    finalCritPeriodShare_pct 86.6 \
    antenna_cells 0 \
    grt_max_degree 6 \
    clockBufferDepth 2 \
    finalHoldViolCount 0 \
    num_io_pins 6 \
    antenna_found_initial 0 \
    cap_violations 0 \
    cp_slowest_cell "dfrtp_1" \
    rrSetupSlack_ns 0.29 \
    std_cell_rows 21 \
    critical_path.max_stage_delay_ns 0.38 \
    ys_area_um2 163 \
    clock_power_share_pct 55.4 \
    die-width_um 80 \
    setup_tns_ns 0 \
    syn_avg_cell_area_um2 11.6 \
    die_area_mm2 0.00640 \
    yosysWarnings 1 \
    p_comb_share_pct 1.7 \
    wl_per_cell_um 6.90 \
    rsz0062_at_grt "no" \
    cts-root-buf "clkbuf_4" \
    fmax_mhz 888 \
    ys_cells 14 \
    design.core.area_mm2 0.00342 \
    largest_area_cell "dfrtp_1" \
    dp_cells 66 \
]
==> per-layer routing <==
layer / global-route usage (%) / share of wire (%) / up-vias
met3: 2.73 / 29 / 2
met4: 0.528 / 2.0 / 0
met2: 1.20 / 20 / 9
met1: 2.00 / 49 / 69
met5: 0 / 0 / -
li1: - / - / 69
==> power by group through the flow <==
| stage | sequential [mW] | combinational [mW] | clock [mW] |
|---|---|---|---|
| 6_report | 0.125 | 0.00507 | 0.162 |
| 5_1_grt | 0.125 | 0.00562 | 0.176 |
| 4_1_cts | 0.125 | 0.00528 | 0.167 |
==> logic make-up (layout without fill, tap and decap cells) <==
kind of cell           Yosys count  after routing  synth area share, %
flip-flops                       4              4                 61.5
buffers and inverters            3             14                 6.92
AND-OR/OR-AND                    4              4                 16.2
XOR/XNOR                         1              1                 5.39
multiplexers                     1              1                 6.15
AND/OR/NAND/NOR                  1              1                 3.85
==> placed cells by master, fill, tap and decap left out, drive strengths merged <==
cell type      count
dfrtp              4
dlygate4sd2        4
inv                3
clkbuf             3
buf                3
o21ai              2
o211ai             1
nand2              1
xnor2              1
mux2i              1
a22o               1
clkdlybuf4s50      1
==> timing repair <==
| action | CTS | global route |
|---|---|---|
| endpoints found under the setup margin | 4 | 0 |
| setup buffers | 2 | 0 |
| resized | 4 | 0 |
==> layout make-up <==
cell class	count	area (um^2)
fillers	410	3110
well taps	46	57.6
repair buffers	8	67.6
inverters	3	11.3
multi-input cells	7	51.3
flip-flops and latches	4	100
clock buffers	3	22.5
==> metrics by stage <==
| stage | utilization [%] | setup WS, ns |
|---|---|---|
| after floorplan | - | 0.439 |
| after global placement | 8.13 | 0.162 |
| after detailed placement | 8.13 | 0.149 |
| after CTS | 9.08 | 0.159 |
| after global routing | 9.08 | 0.133 |
| final | 9.08 | 0.174 |
==> worst max-delay path by stage <==
stage | to | slack (ns) | depth (start not counted)
CTS | Q[0] | 0.16 | 1
global route | Q[3] | 0.13 | 1
finish | Q[0] | 0.17 | 1
==> Yosys cell counts, drive strengths merged <==
| cell | count |
|---|---|
| dfrtp | 4 |
| inv | 3 |
| o21ai | 2 |
| a22o | 1 |
| mux2i | 1 |
| nand2 | 1 |
| o211ai | 1 |
| xnor2 | 1 |
==> worst register-to-register path, cell delays in order (launching register included) <==
cell and delay (ns):
dfrtp_1 0.38, buf_4 0.16, nand2_2 0.07, mux2i_1 0.07, a22o_1 0.23
Power figures rest on the tool's default switching activity, not on a simulated workload.
